==> flow/design.v <==
`timescale 1ns / 1ps
module ALU(
	input signed [7:0] a, 
	input signed [7:0] b,
	input [2:0] _function,
	output reg signed[7:0] result,
	output reg [2:0] flags
   );
	parameter
		ADD = 3'H0,
		SUB = 3'H1,
		AND = 3'H2,
		OR = 3'H3,
		XOR = 3'H4;
		wire [7:0]WIDTH = 8;
		wire [7:0]MSB   = WIDTH-1;
		reg extra;
		reg overflow;
		reg underflow;
	always @(a or b or _function)
	begin
		case (_function)
			ADD:	begin
				{extra, result} = {a[MSB], a} + {b[MSB], b} ;
				overflow  = ({extra, result[MSB]} == 2'b01 );
				underflow = ({extra, result[MSB]} == 2'b10 );
			end
			SUB: begin
				{extra, result} = {a[MSB], a} - {b[MSB], b} ;
				underflow = ({extra, result[MSB]} == 2'b01 );
				overflow= ({extra, result[MSB]} == 2'b10 );
			end
			AND: result = a & b;
			OR: result = a | b;
			XOR: result = a ^ b;
			default: result = 4'H0;
		endcase
		flags[2] = result == 0; 
		flags[1] = result[7];  
		flags[0] = overflow | underflow;  
	end
	initial 
	begin
		result = 0;
	end
endmodule
`timescale 1ns / 1ps
module Instr_Memory(
	input [15:0] instruction_in,
	input clk, 
	input [7:0] instruction_add,
	input write_enable,
	output [15:0] instruction_out,
	output [15:0] instruction_deb,
	input [7:0] contador
    );
	reg [15:0]instrunction_mem[0:255];
	assign instruction_out = instrunction_mem[instruction_add];
	assign instruction_deb =instrunction_mem[contador];
	always @(posedge clk)
	begin
		if(write_enable) begin
			instrunction_mem[instruction_add] = instruction_in;
		end
	end
endmodule
`timescale 1ns / 1ps
module JumpLogic(
	input [2:0] ALU_Flags,
	input isjz,
	input isjnz,
	input isjl,
	input isjg,
	input isjump,
	output jump
    );
	 wire jz;
	 wire jnz;
	 wire jl;
	 wire jg;
	 wire data_xor;
	 wire not_zero;
	assign not_zero = !ALU_Flags[2];
	assign data_xor = (ALU_Flags[1] ^ ALU_Flags[0]);
	assign jz = isjz && ALU_Flags[2];
	assign jnz =  not_zero && isjnz;
	assign jl =  data_xor && isjl;
	assign jg = !data_xor && not_zero && isjg;
	assign jump = jz || jnz || jl || jg;
endmodule
`timescale 1ns / 1ps
module Main(
	input [15:0]data_in,
	input clk, 
	input [7:0]inst_add,
	input [1:0] reg_address,
	input isntruction_wenable,
	output [2:0]Flags,
	output [7:0]registro,
	output reg[7:0]LEDS,
	input btnLEDS,
	input [3:0]boton,
	output ledsito
    );
	reg[7:0]contador;
	reg [7:0] PC;
	wire [7:0]instr_address;
	assign instr_address = isntruction_wenable ? inst_add: PC;
	wire [15:0] out_inst;
	wire [15:0]debuggin;
	Instr_Memory IM(data_in, clk, instr_address, isntruction_wenable, out_inst, debuggin, contador);
	wire [15:0]Inst = isntruction_wenable? 16'h0 : out_inst;
	wire finished = (PC == 255);
	assign ledsito = finished;
	wire reg_write;
	wire is_move;
	wire is_mem_access;
	wire is_imm;
	wire [2:0] alu_function;
	wire flags_write;
	wire dm_write_enable;
	wire is_jz;
	wire is_jnz;
	wire is_jl;
	wire is_jg;
	wire is_jump;
	wire [1:0]writeData_select;
	UnitControl UC(Inst[15:11], reg_write, is_move, is_mem_access, is_imm, alu_function, flags_write, dm_write_enable, is_jz, is_jnz, is_jl, is_jg, is_jump,writeData_select);
	wire [7:0]write_data;
	wire[7:0] read_data1;
	wire[7:0] read_data2;
	Reg_File RF(Inst[10:9], Inst[8:7], Inst[10:9], write_data, clk,reg_write, read_data1,read_data2, reg_address, registro);
	wire [7:0] result;
	wire [2:0] flags;
	wire [7:0] input2_ALU;
	assign input2_ALU = (is_imm)?Inst[8:1]:read_data2;
	ALU alu(read_data1, input2_ALU, alu_function,result, flags);
	wire [7:0] data_out;
	SyncRAM ram(dm_write_enable, clk,read_data2,read_data1, data_out);
	reg [2:0]ALU_Flags;
	wire jump;
	JumpLogic JL(ALU_Flags,is_jz, is_jnz, is_jl, is_jg, is_jump, jump );
	assign Flags = ALU_Flags;
	select_writeData swd(writeData_select,result,read_data2,data_out,Inst[8:1],write_data);
	always @(posedge clk)begin
		if(flags_write)begin
			ALU_Flags = flags;
		end
		if (!isntruction_wenable) begin
			if(jump) begin
				PC = Inst[10:3];
			end else begin
				if (PC < 255)begin
					PC = PC +1;
				end
			end
		end else begin
			PC =0;
			contador = 0;
		end
	end
	always @(*)begin
		if(boton[0]) begin
			contador = 1;
		end else if(boton[1]) begin
			contador = 2;
		end
		else if(boton[2]) begin
			contador = 3;
		end
		else if(boton[3]) begin
			contador = 4;
		end
		if(btnLEDS)
			LEDS = debuggin[7:0];
		else
			LEDS = debuggin[15:8];
	end
endmodule
`timescale 1ns / 1ps
module Reg_File(
	input [1:0] read_addr1,
	input [1:0] read_addr2,
	input [1:0] write_addr,
	input [7:0] write_data,
	input clk, 
	input write_enable,
	output [7:0] read_data1,
	output [7:0] read_data2,
	input [1:0]reg_address,
	output [7:0]registro
    );
	 reg [7:0] registers[0:3];
	 assign read_data1 = registers[read_addr1];
	 assign read_data2 = registers[read_addr2];
	 assign registro = registers[reg_address];
	 always @(posedge clk)
	 begin
		if(write_enable)
			registers[write_addr] = write_data;
	 end
endmodule
`timescale 1ns / 1ps
module SyncRAM(
	input we,
	input clk_arduino,
	input [7:0] address,
	input [7:0] data_in,
	output [7:0] data_out
    );
	reg [7:0] mem_data [0:255];
	reg [7:0] read_data;
	assign data_out = read_data;
	always @ (posedge clk_arduino)
	begin
		if(!we)
			read_data = mem_data [address];
		else
			mem_data [address] = data_in;
	end
endmodule
`timescale 1ns / 1ps
module UnitControl(
	input [4:0] opcode,
	output reg reg_write,
	output reg is_move,
	output reg is_mem_access,
	output reg is_imm,
	output reg [2:0] alu_function,
	output reg flags_write,
	output reg dm_write_enable,
	output reg is_jz,
	output reg is_jnz,
	output reg is_jl,
	output reg is_jg,
	output reg is_jump,
	output reg [1:0] writeData_select
    );
	 always @(opcode)
	 begin
		case (opcode)
			5'h0:  
				begin
					reg_write <= 1'b0;
					is_move<= 1'b0;
					is_mem_access<= 1'b0;
					is_imm<= 1'b0;
					alu_function<= 3'b000;
					flags_write<= 1'b0;
					dm_write_enable<=1'b0;
					is_jz<= 1'b0;
					is_jnz<= 1'b0;
					is_jl<= 1'b0;
					is_jg<= 1'b0;
					is_jump<= 1'b0;
					writeData_select <= 2'b00;
				end
			5'h1:  
				begin
					reg_write <= 1'b1;
					is_move<= 1'b0;
					is_mem_access<= 1'b0; 
					is_imm<= 1'b0;
					alu_function<= 3'b000;
					flags_write<= 1'b1;
					dm_write_enable<=1'b0; 
					is_jz<= 1'b0;
					is_jnz<= 1'b0;
					is_jl<= 1'b0;
					is_jg<= 1'b0;
					is_jump<= 1'b0;
					writeData_select <= 2'b00;
				end
			5'h2:  
				begin
					reg_write <= 1'b1;
					is_move<= 1'b0;
					is_mem_access<= 1'b0;
					is_imm<= 1'b0;
					alu_function<= 3'b001;
					flags_write<= 1'b1;
					dm_write_enable<=1'b0;
					is_jz<= 1'b0;
					is_jnz<= 1'b0;
					is_jl<= 1'b0;
					is_jg<= 1'b0;
					is_jump<= 1'b0;
					writeData_select <= 2'b00;
				end
			5'h3:  
				begin
					reg_write <= 1'b1;
					is_move<= 1'b0;
					is_mem_access<= 1'b0;
					is_imm<= 1'b0;
					alu_function<= 3'h3;
					flags_write<= 1'b1;
					dm_write_enable<=1'b0;
					is_jz<= 1'b0;
					is_jnz<= 1'b0;
					is_jl<= 1'b0;
					is_jg<= 1'b0;
					is_jump<= 1'b0;
					writeData_select <= 2'b00;
				end
			5'h4:  
				begin
					reg_write <= 1'b1;
					is_move<= 1'b0;
					is_mem_access<= 1'b0;
					is_imm<= 1'b0;
					alu_function<= 3'h2;
					flags_write<= 1'b1;
					dm_write_enable<=1'b0;
					is_jz<= 1'b0;
					is_jnz<= 1'b0;
					is_jl<= 1'b0;
					is_jg<= 1'b0;
					is_jump<= 1'b0;
					writeData_select <= 2'b00;
				end
			5'h5:  
				begin
					reg_write <= 1'b1;
					is_move<= 1'b0;
					is_mem_access<= 1'b0;
					is_imm<= 1'b0;
					alu_function<= 3'h4;
					flags_write<= 1'b1;
					dm_write_enable<=1'b0;
					is_jz<= 1'b0;
					is_jnz<= 1'b0;
					is_jl<= 1'b0;
					is_jg<= 1'b0;
					is_jump<= 1'b0;
					writeData_select <= 2'b00;					
				end
			5'h6:  
				begin
					reg_write <= 1'b1;
					is_move<= 1'b1;
					is_mem_access<= 1'b0;
					is_imm<= 1'b0;
					alu_function<= 3'h0;
					flags_write<= 1'b1;
					dm_write_enable<=1'b0;
					is_jz<= 1'b0;
					is_jnz<= 1'b0;
					is_jl<= 1'b0;
					is_jg<= 1'b0;
					is_jump<= 1'b0;
					writeData_select <= 2'b01; 
				end
			5'h7:  
				begin
					reg_write <= 1'b1;
					is_move<= 1'b0;
					is_mem_access<= 1'b1;
					is_imm<= 1'b0;
					alu_function<= 3'h0;
					flags_write<= 1'b0;
					dm_write_enable<=1'b0;
					is_jz<= 1'b0;
					is_jnz<= 1'b0;
					is_jl<= 1'b0;
					is_jg<= 1'b0;
					is_jump<= 1'b0;
					writeData_select <= 2'b10; 
				end
			5'h8:  
				begin
					reg_write <= 1'b0;
					is_move<= 1'b0;
					is_mem_access<= 1'b0;
					is_imm<= 1'b0;
					alu_function<= 3'h0;
					flags_write<= 1'b0;
					dm_write_enable<=1'b1;
					is_jz<= 1'b0;
					is_jnz<= 1'b0;
					is_jl<= 1'b0;
					is_jg<= 1'b0;
					is_jump<= 1'b0;
					writeData_select <= 2'b00;
				end
			5'h9:  
				begin
					reg_write <= 1'b1;
					is_move<= 1'b0;
					is_mem_access<= 1'b0;
					is_imm<= 1'b0;
					alu_function<= 3'h0;
					flags_write<= 1'b0;
					dm_write_enable<=1'b0;
					is_jz<= 1'b0;
					is_jnz<= 1'b0;
					is_jl<= 1'b0;
					is_jg<= 1'b0;
					is_jump<= 1'b0;
					writeData_select <= 2'b11; 
				end
			5'hA:  
				begin
					reg_write <= 1'b1;
					is_move<= 1'b0;
					is_mem_access<= 1'b0;
					is_imm<= 1'b1;
					alu_function<= 3'h0;
					flags_write<= 1'b1;
					dm_write_enable<=1'b0;
					is_jz<= 1'b0;
					is_jnz<= 1'b0;
					is_jl<= 1'b0;
					is_jg<= 1'b0;
					is_jump<= 1'b0;
					writeData_select <= 2'b00;
				end
			5'hB:  
				begin
					reg_write <= 1'b1;
					is_move<= 1'b0;
					is_mem_access<= 1'b0;
					is_imm<= 1'b1;
					alu_function<= 3'h1;
					flags_write<= 1'b1;
					dm_write_enable<=1'b0;
					is_jz<= 1'b0;
					is_jnz<= 1'b0;
					is_jl<= 1'b0;
					is_jg<= 1'b0;
					is_jump<= 1'b0;
					writeData_select <= 2'b00;
				end
			5'hC:  
				begin
					reg_write <= 1'b0;
					is_move<= 1'b0;
					is_mem_access<= 1'b0;
					is_imm<= 1'b0;
					alu_function<= 3'h1;
					flags_write<= 1'b1;
					dm_write_enable<=1'b0;
					is_jz<= 1'b0;
					is_jnz<= 1'b0;
					is_jl<= 1'b0;
					is_jg<= 1'b0;
					is_jump<= 1'b0;
					writeData_select <= 2'b00;
				end
			5'hD:  
				begin
					reg_write <= 1'b0;
					is_move<= 1'b0;
					is_mem_access<= 1'b0;
					is_imm<= 1'b0;
					alu_function<= 3'h0;
					flags_write<= 1'b0;
					dm_write_enable<=1'b0;
					is_jz<= 1'b1;
					is_jnz<= 1'b0;
					is_jl<= 1'b0;
					is_jg<= 1'b0;
					is_jump<= 1'b0;
					writeData_select <= 2'b00;
				end
			5'hE:  
				begin
					reg_write <= 1'b0;
					is_move<= 1'b0;
					is_mem_access<= 1'b0;
					is_imm<= 1'b0;
					alu_function<= 3'h0;
					flags_write<= 1'b0;
					dm_write_enable<=1'b0;
					is_jz<= 1'b0;
					is_jnz<= 1'b1;
					is_jl<= 1'b0;
					is_jg<= 1'b0;
					is_jump<= 1'b0;
					writeData_select <= 2'b00;
				end
			5'hF:  
				begin
					reg_write <= 1'b0;
					is_move<= 1'b0;
					is_mem_access<= 1'b0;
					is_imm<= 1'b0;
					alu_function<= 3'h0;
					flags_write<= 1'b0;
					dm_write_enable<=1'b0;
					is_jz<= 1'b0;
					is_jnz<= 1'b0;
					is_jl<= 1'b0;
					is_jg<= 1'b1;
					is_jump<= 1'b0;
					writeData_select <= 2'b00;
				end
			5'h10:  
				begin
					reg_write <= 1'b0;
					is_move<= 1'b0;
					is_mem_access<= 1'b0;
					is_imm<= 1'b0;
					alu_function<= 3'h0;
					flags_write<= 1'b0;
					dm_write_enable<=1'b0;
					is_jz<= 1'b0;
					is_jnz<= 1'b0;
					is_jl<= 1'b1;
					is_jg<= 1'b0;
					is_jump<= 1'b0;
					writeData_select <= 2'b00;
				end
			5'h11:  
				begin
					reg_write <= 1'b0;
					is_move<= 1'b0;
					is_mem_access<= 1'b0;
					is_imm<= 1'b0;
					alu_function<= 3'h0;
					flags_write<= 1'b0;
					dm_write_enable<=1'b0;
					is_jz<= 1'b0;
					is_jnz<= 1'b0;
					is_jl<= 1'b0;
					is_jg<= 1'b0;
					is_jump<= 1'b1;
					writeData_select <= 2'b00;
				end
			default:
				begin
					reg_write <= 1'b0;
					is_move<= 1'b0;
					is_mem_access<= 1'b0;
					is_imm<= 1'b0;
					alu_function<= 3'h0;
					flags_write<= 1'b0;
					dm_write_enable<=1'b0;
					is_jz<= 1'b0;
					is_jnz<= 1'b0;
					is_jl<= 1'b0;
					is_jg<= 1'b0;
					is_jump<= 1'b0;
					writeData_select <= 2'b00;
				end
		endcase
	 end
endmodule
module select_writeData(
    input [1:0] wds,
	 input [7:0] ALU_result,
	 input [7:0] read_data2,
	 input [7:0] DM_result,
	 input [7:0] Imm,
    output reg[7:0] write_data
    );
	always @ (*) begin
		case(wds)
			2'b00: write_data = ALU_result;
			2'b01: write_data = read_data2;
			2'b10: write_data = DM_result;
			2'b11: write_data = Imm;
		endcase
	end
endmodule
==> flow/run.sh <==
#!/bin/bash
# OpenROAD 26Q1-2900-gdf79404cd8, Yosys 0.63+post, stock flow scripts
make -C /OpenROAD-flow-scripts/flow DESIGN_CONFIG=/design/flow/config.mk WORK_HOME=/design/flow/orfs finish
==> flow/config.mk <==
export PLATFORM = sky130hd
export DESIGN_NAME = Main
export DESIGN_NICKNAME = Main
export VERILOG_FILES = /design/flow/design.v
export SDC_FILE = /design/flow/constraint.sdc
export NUM_CORES = 4
export LEC_CHECK = 1
export CORE_UTILIZATION = 40
export SYNTH_MEMORY_MAX_BITS = 65536
==> flow/constraint.sdc <==
current_design Main

set clk_period 198.1
set clk_io_pct 0.2

create_clock -name clk0 -period $clk_period [get_ports {clk}]

set non_clock_inputs [all_inputs -no_clocks]
set_input_delay [expr $clk_period * $clk_io_pct] -clock clk0 $non_clock_inputs
set_output_delay [expr $clk_period * $clk_io_pct] -clock clk0 [all_outputs]
==> deck_impl_summary.md <==
Flow Results at a Glance

Global routing
  – First-pass GRT wire length: 922000 um
  – Overall routing resource usage: 24.1%
  – Largest net degree at the start of global routing: 128
  – GRT overflow: 0
  – Vias in the first global route: 130834
  – Initial antenna violation count: 27

Clocking
  – CTS H-tree depth: 6
  – Clk Tree Root Cell: clkbuf_16
  – Clock insertion delay at the later pin of the skew report: 1.11 ns
  – Post-CTS setup buffers: 0
  – CTS Hold Buffers Added: 0
  – Quantity of gates resized following cts: 0
  – CTS Sinks: 5940
  – TritonCTS clock tree: built
  – Clock-pin slew on the worst setup and hold paths: 0.06 ns
  – CTS buffer count: 617
  – Clk buf depth: 4

Routing
  – Vias: 122858
  – Vias/cell: 5.70
  – Drt wl/cell: 29.7 um
  – DRT Wirelength: 639000 um
  – Pre-Repair DR Iteration Count: 23
  – ANT nets after route: 0
  – 1st-iter DRT viols: 8680
  – Drt drc: 0

Setup path
  – Crit path DAT: 41.69 ns
  – CP startpoint kind: input port
  – CP Max Fanout: 8
  – CP endpoint kind: output pin
  – Worst Path Class, Setup: input port to output pin
  – Crit path required time: 158.48 ns

STA
  – Final hold slack: 0.759 ns
  – Worst-Margin Slew: 1.08 ns
  – Final slew viol count: 0
  – Setup TNS: 0 ns
  – Setup violations, final: 0
  – Minimum clock period: 81.31 ns
  – Hold Violations, Final: 0
  – Fmax: 12.3 MHz
  – RSZ-0062 raised after global routing: no
  – Final Cycle Share: 41.0%
  – Relative slew slack: 27.2%
  – Worst Clk Skew: 0.0890 ns

Synth
  – Synth mux share: 11.3%
  – Yosys simple share: 5.26%
  – Dominant flop cell: edfxtp_1
  – Adder Share, Synth: 0.152%
  – Distinct cells, synth: 99
  – Comb area leader: multiplexers
  – Synth Cell Area: 232000 um^2
  – Cells after synthesis: 12710
  – Async S/R FF share, synth: 0%
  – Synth area leader: edfxtp_1
  – Synth Area per Inst: 18.2 um^2
  – Biggest area cells: edfxtp_1, mux4_2, nand2_1
  – Ys cells: 12710
  – Registers, synthesis: 5940
  – Compound Share, Synth: 4.69%
  – Post-synth top area share: 76.8%
  – Yosys chip area: 232000 um^2
  – Synth Warn #: 23
  – Seq share, synth: 76.9%
  – Post-synth EDFFs: 5932
  – Xor+xnor area frac: 0.0264%

Floorplan
  – Vertical die size: 763 um
  – Die W: 763 um
  – Core ar.: 577000 um^2
  – Row cnt: 279
  – Die area: 583000 um^2
  – FP Core Util: 40.2%
  – Top-Level Pins: 53

Power
  – Worst vdd ir: 13.2 uV
  – Lkg Pwr: 83.4 nW
  – PwrDens: 12.1 nW/um^2

Final layout
  – Most frequent cells in the layout: edfxtp_1, nand2_1, mux4_2, buf_4, nor2_1
  – Most frequent logic cell in the layout: edfxtp_1
  – Area Growth Syn to Fin: 13.8%
  – Share of layout cells above drive strength 1: 19.0%

Flow run
  – Max_cap viols: 0
  – Tool Warnings: 70

Place
  – DP Wirelength: 386000 um
  – Port Buffers: 48
  – Routability Congestion: 0.901

Worst hold path
  – HP Class: register to register

Outcome
  – Status: complete, no violations
[worst max-delay path, stage by stage]
cell and delay, ns:
clkdlybuf4s50_1 0.89, mux4_2 0.72, clkdlybuf4s50_1 0.45
[kinds of logic (layout without fill, tap and decap cells)]
| kind of cell | Yosys count | count (layout) |
|---|---|---|
| DFF | 5940 | 5940 |
| and+or+nand+nor | 2850 | 2850 |
| AOI/OAI and AO/OA | 1585 | 1585 |
| muxes | 1449 | 1449 |
| buffers and inverters | 852 | 1960 |
| adders and majority gates | 27 | 27 |
| xor gates and xnor gates | 7 | 7 |
| other | 0 | 11 |
[power by group]
part / leakage (nW) / internal [W] / total, W / switching (W)
sequential: 53.4 / 0.00145 / 0.00145 / 0.00000510
combinational: 20.7 / 0.000184 / 0.000633 / 0.000448
clock: 9.24 / 0.000620 / 0.00110 / 0.000481
total: 83.4 / 0.00225 / 0.00319 / 0.000934
[through the flow]
step | instances | utilization (%) | instance area [um^2] | worst slack (ns) | total power [W]
3_3_place_gp | 20450 | 42.4 | 245000 | 116.82 | 0.00211
3_5_place_dp | 20450 | 42.4 | 245000 | 116.78 | 0.00211
2_1_floorplan | 12710 | - | 232000 | 117.92 | 0.00187
6_report | 21556 | 45.7 | 264000 | 116.79 | 0.00319
5_1_grt | 21552 | 45.7 | 264000 | 116.69 | 0.00330
4_1_cts | 21545 | 45.7 | 264000 | 116.77 | 0.00320
[final timing paths]
check	startpoint	endpoint	slack [ns]	cells after the start
setup / recovery	reg_address[0]	registro[4]	116.79	3
hold / removal	PC[1]	PC[1]	0.76	2
setup reg to reg	PC[0]	ram.read_data[6]	185.50	25
hold reg to reg	PC[1]	PC[1]	0.76	2
[cell usage after synthesis (63+ instances only)]
cell,count
o21ai_0,265
mux4_2,927
buf_1,124
nand4_1,88
nand3_1,556
clkbuf_1,398
a311oi_1,66
nor2_1,689
o22ai_1,490
mux2i_1,490
a21boi_0,97
a2111oi_0,63
a211oi_1,71
nand2_1,1312
edfxtp_1,5932
a21oi_1,140
a32oi_1,126
buf_2,222
[sequential cells by signal, summed over array words and instances, names as in the netlist]
| register | count |
|---|---|
| ALU_Flags | 3 |
| IM.instrunction_mem | 3841 |
| PC | 8 |
| RF.registers | 32 |
| ram.mem_data | 2048 |
| ram.read_data | 8 |
[routing by layer]
metal	GRT usage, %	up-vias	wire (um)
met4	6.73	70	23200
met2	33.1	7469	283000
li1	-	52752	-
met1	29.6	61383	210000
met3	20.0	1184	121000
met5	2.30	-	2040
[cell type report]
type | count | area [um^2]
inverters | 41 | 184
multi-input cells | 5918 | 50100
diodes | 11 | 27.5
clock buffers | 790 | 16200
well taps | 7727 | 9670
flip-flops and latches | 5940 | 178000
fillers | 47919 | 313000
clock inverters | 305 | 2840
repair buffers | 824 | 6600
No activity file was given, so power comes from the tool's default toggle rates.
